--- /design/flow/config.mk ---
export PLATFORM = sky130hd
export DESIGN_NAME = tpumac
export DESIGN_NICKNAME = tpumac
export VERILOG_FILES = /design/flow/design.v
export SDC_FILE = /design/flow/constraint.sdc
export NUM_CORES = 4
export LEC_CHECK = 1
export CORE_UTILIZATION = 40
--- /design/flow/constraint.sdc ---
current_design tpumac

set clk_period 8.1
set clk_io_pct 0.2

create_clock -name clk0 -period $clk_period [get_ports {clk}]

set non_clock_inputs [all_inputs -no_clocks]
set_input_delay [expr $clk_period * $clk_io_pct] -clock clk0 $non_clock_inputs
set_output_delay [expr $clk_period * $clk_io_pct] -clock clk0 [all_outputs]
--- /design/flow/design.v ---
module tpumac
 #(parameter BITS_AB=8,
   parameter BITS_C=16)
  (
   input clk, rst_n, WrEn, en,
   input signed [BITS_AB-1:0] Ain,
   input signed [BITS_AB-1:0] Bin,
   input signed [BITS_C-1:0] Cin,
   output reg signed [BITS_AB-1:0] Aout,
   output reg signed [BITS_AB-1:0] Bout,
   output reg signed [BITS_C-1:0] Cout
  );
always_ff @(posedge clk or negedge rst_n) begin
	if (!rst_n) begin
		Aout <= 0;
		Bout <= 0;
	end
	else if (en) begin
		Aout <= Ain;
		Bout <= Bin;
	end
end
logic signed [BITS_C-1:0] A_B_accum;
assign A_B_accum = (Ain * Bin) + Cout;
always_ff @(posedge clk or negedge rst_n) begin
	if (!rst_n)
		Cout <= 0;
	else if (en & ~WrEn)
		Cout <= A_B_accum;
	else if (WrEn)
		Cout <= Cin;
end
endmodule
--- /design/flow/run.sh ---
#!/bin/bash
# OpenROAD 26Q1-2900-gdf79404cd8, Yosys 0.63+post, stock flow scripts
make -C /OpenROAD-flow-scripts/flow DESIGN_CONFIG=/design/flow/config.mk WORK_HOME=/design/flow/orfs finish
==> results.py <==
# Auto-generated metrics
metrics = {
    "clock_network": {
        "postCtsHoldBufs": 0,
        "tritoncts_num_sinks": 32,
        "postCtsSetupRepairBufs": 0,
        "clk_transition_reported_paths_ns": 0.07,
        "clock-root-buffer": "sky130_fd_sc_hd__clkbuf_8",
        "clock_tree.buffer_depth": 2,
        "cts_made_buffers": 5,
        "tritoncts": "yes",
        "clock_tree.htree_level_count": 2,
        "worst_skew_pair.late_latency_ns": 0.29,
        "ctsResizeCount": 0,
    },
    "worst_setup_path": {
        "path_max_fanout": 9,
        "crit_path_start": "Bin[0]",
        "endpoint_kind": "flop",
        "reg2reg_from": "Cout[4]",
        "cp.required_ns": 8.27,
        "worst_r2r_path_depth": 17,
        "critPathLaunchType": "input pin",
        "type_of_the_setup_path_with_the_least_slack": "in -> reg",
        "worstPathArrival_ns": 6.69,
    },
    "detailed_routing": {
        "drc": 0,
        "vias": 2930,
        "route.detailed.vias_per_inst": 4.88,
        "route.antenna.remaining_nets": 0,
        "drt_iter0_markers": 72,
        "detail_route.wirelength_um": 8180,
        "wl_per_cell_um": 13.6,
        "detail_route.antenna_diodes": 0,
        "firstDrtPassIters": 4,
    },
    "floorplan": {
        "core_region_area_mm2": 0.00995,
        "placement_rows": 36,
        "die_height_um": 104,
        "chip_area_mm2": 0.0108,
        "floorplan.initialDensity_pct": 41.9,
        "dieWidth_um": 104,
        "io_pins": 68,
    },
    "placement": {
        "port_bufs": 67,
        "detailed_place_hpwl_um": 6730,
        "dpl_worst_slack_ns": 1.27,
        "gp_routability_congestion": 0.823,
        "place.detailed.instances": 594,
    },
    "job": {
        "log.warning_count": 26,
        "total_of_max_cap_violations": 0,
    },
    "timing": {
        "fin_worst_skew_ns": 0.00379,
        "final.setup.tns_ns": 0,
        "setup_viol": 0,
        "slew_headroom_pct": 64.1,
        "min_period_ns": 6.52,
        "fmax_mhz": 153,
        "hold_viol_final": 0,
        "maxSlewViolCount": 0,
        "worstMarginPinSlew_ns": 0.539,
        "setup_repair_after_global_routing_missed_its_margin": "no",
        "worst_hold_slack_ns": 0.506,
        "post-route-period-util_pct": 80.5,
        "layout_setup_ws_ns": 1.58,
    },
    "finish": {
        "area.combinational_mm2": 0.00306,
        "stdcell_count": 601,
        "layout-area-overhead-vs-synth_pct": 21.7,
        "final_layout_size_suffix_gt1_share_pct": 6.41,
        "filler_cell_count": 917,
        "seqCellArea_um2": 801,
    },
    "yosys": {
        "post_synth_num_cell_types": 31,
        "synth_sequential_area_ratio_pct": 19.2,
        "count_of_flip_flops_with_a_built_in_enable_after_synthesis": 0,
        "numSynthFlops": 32,
        "synth.yosys.num_cells": 402,
        "dominantRegCellSynth": "sky130_fd_sc_hd__dfrtp_1",
        "syn-instance-count": 402,
        "synth.yosys.chip_area_mm2": 0.00417,
        "commonest_cells_post_synth": "sky130_fd_sc_hd__fa_1, sky130_fd_sc_hd__inv_1, sky130_fd_sc_hd__nand2_1",
        "async_flop_share_pct": 100,
        "synth_top_area_share_pct": 34.1,
        "synth.largest_area_cell": "sky130_fd_sc_hd__fa_1",
        "postSynthAreaPerCell_um2": 10.4,
        "most_area_consuming_cells_after_synthesis": "sky130_fd_sc_hd__fa_1, sky130_fd_sc_hd__dfrtp_1, sky130_fd_sc_hd__ha_1",
        "cell_area_synth_mm2": 0.00417,
        "yosysWarnings": 1,
    },
    "power_and_ir_drop": {
        "p_leak_nw": 2.45,
        "max-vdd-ir-drop_v": 0.000425,
        "pwr_density_cell_mw_per_mm2": 450,
    },
    "worst_hold_path": {
        "hp-start": "Aout[5]",
        "holdPathStages": 1,
        "hold_path.class": "reg -> reg",
    },
    "status": {
        "run_status": "finished, final reports clean",
    },
    "global_routing": {
        "groute.usage.overall_pct": 17.5,
        "first_global_vias": 3079,
        "grt_start_max_net_pins": 35,
        "grt_first_pass_wirelength_um": 14700,
        "antenna_found_initial": 0,
        "globalRouteOverflowTotal": 0,
    },
}
-- per-layer routing --
layer / up-vias / wire, um / track usage (%)
met5: - / 0 / 0
met4: 0 / 165 / 2.76
met3: 11 / 377 / 3.51
met2: 72 / 4030 / 27.5
met1: 1462 / 3600 / 26.9
li1: 1385 / - / -
-- worst max-delay path: stages --
cell,delay [ns]
sky130_fd_sc_hd__clkdlybuf4s50_1,0.64
sky130_fd_sc_hd__and2_1,0.53
sky130_fd_sc_hd__inv_1,0.11
sky130_fd_sc_hd__fa_1,0.50
sky130_fd_sc_hd__inv_1,0.05
sky130_fd_sc_hd__fa_1,0.48
sky130_fd_sc_hd__fa_1,0.56
sky130_fd_sc_hd__fa_1,0.44
sky130_fd_sc_hd__fa_1,0.47
sky130_fd_sc_hd__ha_1,0.34
sky130_fd_sc_hd__o21ai_0,0.10
sky130_fd_sc_hd__o21bai_1,0.22
sky130_fd_sc_hd__o211ai_1,0.20
sky130_fd_sc_hd__a31oi_1,0.21
sky130_fd_sc_hd__xnor2_1,0.13
sky130_fd_sc_hd__o21ai_0,0.09
-- layout make-up --
cell class | count | share of cell area [%]
Sequential cell | 32 | 15.8
Clock buffer | 7 | 1.90
Inverter | 72 | 5.32
Timing Repair Buffer | 70 | 13.5
Multi-Input combinational cell | 287 | 60.2
Tap cell | 133 | 3.28
-- report_power, final --
part	switching (W)	total [W]	leakage, nW	internal [W]
clock network	0.0000638	0.000140	0.0503	0.0000758
logic	0.000944	0.00189	2.02	0.000949
registers	0.0000467	0.000252	0.378	0.000206
total	0.00105	0.00228	2.45	0.00123
-- through the flow --
step	utilization, %	total power [W]	instance area, um^2
global placement	50.1	0.00215	4980
detailed placement	50.1	0.00217	4980
global route	51.0	0.00263	5080
CTS	51.0	0.00234	5080
finish	51.0	0.00228	5080
floorplan	-	0.00175	4170
-- path summary, 6_finish.rpt --
path                            slack (ns)        to
worst max-delay path                  1.58  Cout[15]
worst min-delay path                  0.51   Aout[5]
worst max register to register        3.63  Cout[14]
worst min register to register        0.51   Aout[5]
max in group asynchronous             6.05   Aout[4]
min in group asynchronous             1.75   Cout[0]
-- cells in the final DEF (no fill, tap or decap) --
cell type and instances:
sky130_fd_sc_hd__inv_1 71, sky130_fd_sc_hd__fa_1 71, sky130_fd_sc_hd__clkdlybuf4s50_1 66, sky130_fd_sc_hd__nand2_1 38, sky130_fd_sc_hd__ha_1 37, sky130_fd_sc_hd__dfrtp_1 32, sky130_fd_sc_hd__and2_1 32, sky130_fd_sc_hd__xnor2_1 19
sky130_fd_sc_hd__o21ai_0 16, sky130_fd_sc_hd__mux2_2 16, sky130_fd_sc_hd__mux2i_1 12, sky130_fd_sc_hd__nor2_1 12, sky130_fd_sc_hd__a21oi_1 7, sky130_fd_sc_hd__clkbuf_8 7, sky130_fd_sc_hd__a21o_1 4, sky130_fd_sc_hd__o21bai_1 3
sky130_fd_sc_hd__buf_4 3, sky130_fd_sc_hd__a31oi_1 2, sky130_fd_sc_hd__a22oi_1 2, sky130_fd_sc_hd__nand2b_1 2, sky130_fd_sc_hd__nand4_1 2, sky130_fd_sc_hd__or3_1 2, sky130_fd_sc_hd__o211ai_1 2, sky130_fd_sc_hd__clkinv_1 1
sky130_fd_sc_hd__a21oi_2 1, sky130_fd_sc_hd__a21o_2 1, sky130_fd_sc_hd__o211ai_2 1, sky130_fd_sc_hd__o221a_1 1, sky130_fd_sc_hd__a211oi_1 1, sky130_fd_sc_hd__xor2_1 1, sky130_fd_sc_hd__nand3_1 1, sky130_fd_sc_hd__a221o_1 1
sky130_fd_sc_hd__buf_2 1
-- flip-flops by register name (all words and copies together), names as in the netlist --
signal  cells
Cout       16
Bout        8
Aout        8
-- cells by family (layout without fill, tap and decap cells) --
group           Yosys count  after routing  share of synthesized area [%]
xor+xnor                 20             20                           4.20
simple gates             89             89                           10.3
mux                      28             28                           7.19
compound gates           42             42                           6.44
flops                    32             32                           19.2
fa+ha+maj               108            108                           45.1
buf+inv                  83            149                           7.52
Power figures rest on the tool's default switching activity, not on a simulated workload.
